<file path="/design/flow/design.v">
`timescale 1ns/1ps
module async_to_sync_ctrl
#(
   parameter  DATA_WIDTH = 8
  ,parameter  SYNC_STAGE = 2
)(
   input                        clock
  ,input                        reset
  ,input                        async_req
  ,output reg                   async_ack
  ,input      [DATA_WIDTH-1:0]  async_d
  ,output reg                   sync_valid
  ,input                        sync_ready
  ,output reg [DATA_WIDTH-1:0]  sync_d
);
reg                   async_req_d [0:SYNC_STAGE-1];
reg [DATA_WIDTH-1:0]  async_d_d   [0:SYNC_STAGE-1];
integer i;
always @(posedge clock)
if (reset) begin
  for (i = 0; i < SYNC_STAGE; i = i + 1) begin
    async_req_d[i] <= 0;
    async_d_d[i] <= 0;
  end
end else begin
  for (i = 0; i < SYNC_STAGE; i = i + 1) begin
    if (i == 0) begin
      async_req_d[i] <= async_req;
      async_d_d[i] <= async_d;
    end else begin
      async_req_d[i] <= async_req_d[i-1];
      async_d_d[i] <= async_d_d[i-1];
    end
  end
end
reg async_req_dd;
always @(posedge clock)
if (reset) async_req_dd <= 0;
else
  if (SYNC_STAGE == 0)  async_req_dd <= async_req;
  else                  async_req_dd <= async_req_d[SYNC_STAGE-1];
wire async_req_posedge;
if (SYNC_STAGE == 0)
  assign async_req_posedge = ~async_req_dd & async_req;
else
  assign async_req_posedge = ~async_req_dd & async_req_d[SYNC_STAGE-1];
always @(posedge clock)
if (reset)                        async_ack <= 0;
else if (!async_req_dd)           async_ack <= 0;
else if (sync_valid & sync_ready) async_ack <= 1;
else                              async_ack <= async_ack;
always @(posedge clock)
if (reset)  sync_d <= 0;
else
  if (SYNC_STAGE == 0)  sync_d <= async_d;
  else                  sync_d <= async_d_d[SYNC_STAGE-1];
always @(posedge clock)
if (reset)                        sync_valid <= 0;
else if (async_req_posedge)       sync_valid <= 1;
else if (sync_valid & sync_ready) sync_valid <= 0;
else                              sync_valid <= sync_valid;
endmodule
`timescale 1ns/1ps
module gpio
#(
   parameter PORT_NUM = 8
)(
   input  clock
  ,input  reset
  ,input                      req_valid
  ,output reg                 req_ready
  ,input                      din_valid
  ,output reg                 din_ready
  ,input      [PORT_NUM-1:0]  din
  ,output reg                 dout_valid
  ,input                      dout_ready
  ,output reg [PORT_NUM-1:0]  dout
  ,output reg [PORT_NUM-1:0]  ir_valid
  ,input      [PORT_NUM-1:0]  ir_ready
  ,input                       conf_0_valid
  ,output reg                  conf_0_ready
  ,input      [2*PORT_NUM-1:0] conf_0
  ,input                       conf_1_valid
  ,output reg                  conf_1_ready
  ,input      [4*PORT_NUM-1:0] conf_1
  ,inout      [PORT_NUM-1:0]  io
);
reg [2*PORT_NUM-1:0] conf_0_loc;
reg [4*PORT_NUM-1:0] conf_1_loc;
always @(posedge clock)
if (reset)                              conf_0_ready <= 0;
else if (conf_0_valid & conf_0_ready)   conf_0_ready <= 0;
else if (conf_0_valid)                  conf_0_ready <= 1;
else                                    conf_0_ready <= conf_0_ready;
always @(posedge clock)
if (reset)                              conf_0_loc <= 0;
else if (conf_0_valid & conf_0_ready)   conf_0_loc <= conf_0;
else                                    conf_0_loc <= conf_0_loc;
always @(posedge clock)
if (reset)                              conf_1_ready <= 0;
else if (conf_1_valid & conf_1_ready)   conf_1_ready <= 0;
else if (conf_1_valid)                  conf_1_ready <= 1;
else                                    conf_1_ready <= conf_1_ready;
always @(posedge clock)
if (reset)                              conf_1_loc <= 0;
else if (conf_1_valid & conf_1_ready)   conf_1_loc <= conf_1;
else                                    conf_1_loc <= conf_1_loc;
reg [PORT_NUM-1:0] din_buf;
genvar i;
generate
for (i = 0; i < PORT_NUM; i = i + 1) begin
  assign io[i] = conf_0_loc[i] & conf_0_loc[i+8] ? 1'bz : din_buf[i];
end
endgenerate
generate
for (i = 0; i < PORT_NUM; i = i + 1) begin
  always @(posedge clock)
  if (reset)                  din_buf[i] <= 0;
  else if (!conf_0_loc[i+8])  din_buf[i] <= 0;
  else if (din_valid)         din_buf[i] <= din[i];
  else                        din_buf[i] <= din_buf[i];
end
endgenerate
always @(posedge clock)
if (reset)                      din_ready <= 0;
else if (din_valid & din_ready) din_ready <= 0;
else if (din_valid)             din_ready <= 1;
else                            din_ready <= din_ready;
wire [PORT_NUM-1:0] io_posedge, io_negedge;
wire [PORT_NUM-1:0] ir_cond;
wire [PORT_NUM-1:0] ir_lo, ir_hi, ir_po, ir_ne;
reg  [PORT_NUM-1:0] ir_stat;
reg  [PORT_NUM-1:0] io_d;
generate
for (i = 0; i < PORT_NUM; i = i + 1) begin
  always @(posedge clock)
  if (reset)                                                    io_d[i] <= 0;
  else if (conf_0_loc[i] & conf_0_loc[i+8] & conf_1_loc[i+16])  io_d[i] <= io[i];
  else                                                          io_d[i] <= io_d[i];
  assign io_posedge[i] = ~io_d[i] &  io[i] & conf_0_loc[i] & conf_0_loc[i+8];
  assign ir_po[i] = ~conf_1_loc[2*i+1] &  conf_1_loc[2*i] &  io_posedge[i];
  assign io_negedge[i] =  io_d[i] & ~io[i] & conf_0_loc[i] & conf_0_loc[i+8];
  assign ir_ne[i] =  conf_1_loc[2*i+1] & ~conf_1_loc[2*i] &  io_negedge[i];
  assign ir_lo[i] = ~conf_1_loc[2*i+1] & ~conf_1_loc[2*i] & ~io[i];
  assign ir_hi[i] =  conf_1_loc[2*i+1] &  conf_1_loc[2*i] &  io[i];
  assign ir_cond[i] = conf_0_loc[i] & conf_0_loc[i+8] & conf_1_loc[i+16] &
        ((ir_lo[i]) | (ir_po[i]) | (ir_ne[i]) | (ir_hi[i]));
  always @(posedge clock)
  if (reset)                          ir_valid[i] <= 0;
  else if (ir_valid[i] & ir_ready[i]) ir_valid[i] <= 0;
  else if (ir_cond[i] & !ir_stat[i])  ir_valid[i] <= 1;
  else                                ir_valid[i] <= ir_valid[i];
  always @(posedge clock)
  if (reset)                                          ir_stat[i] <= 0;
  else if (ir_valid[i] & ir_ready[i])                 ir_stat[i] <= 1;
  else if (ir_stat[i] & conf_1_valid & !conf_1[i+24]) ir_stat[i] <= 0;
  else                                                ir_stat[i] <= ir_stat[i];
end
endgenerate
generate
for (i = 0; i < PORT_NUM; i = i + 1) begin
  always @(posedge clock)
  if (reset)                              dout[i] <= 0;
  else if (req_valid & !conf_0_loc[i+8])  dout[i] <= 0;
  else if (req_valid &  conf_0_loc[i])    dout[i] <= io[i];
  else                                    dout[i] <= dout[i];
end
endgenerate
always @(posedge clock)
if (reset)                        dout_valid <= 0;
else if (dout_valid & dout_ready) dout_valid <= 0;
else if (req_valid)               dout_valid <= 1;
else                              dout_valid <= dout_valid;
always @(posedge clock)
if (reset)                      req_ready <= 0;
else if (req_valid & req_ready) req_ready <= 0;
else if (req_valid)             req_ready <= 1;
else                            req_ready <= req_ready;
endmodule
`timescale 1ns/1ps
module gpio_top
#(
   parameter PORT_NUM = 8
  ,parameter SYNC_STAGE = 2
)
(
   input                    clock
  ,input                    reset
  ,inout  [PORT_NUM  -1:0]  io
  ,input                    async_req_req
  ,output                   async_req_ack
  ,input                    async_din_req
  ,output                   async_din_ack
  ,input  [PORT_NUM  -1:0]  async_din
  ,output                   async_dout_req
  ,input                    async_dout_ack
  ,output [PORT_NUM  -1:0]  async_dout
  ,output [PORT_NUM  -1:0]  async_ir_req
  ,input  [PORT_NUM  -1:0]  async_ir_ack
  ,input                    async_conf_0_req
  ,output                   async_conf_0_ack
  ,input  [2*PORT_NUM-1:0]  async_conf_0
  ,input                    async_conf_1_req
  ,output                   async_conf_1_ack
  ,input  [4*PORT_NUM-1:0]  async_conf_1
);
wire sync_din_valid, sync_din_ready;
wire [PORT_NUM-1:0] sync_din;
async_to_sync_ctrl #(
   .DATA_WIDTH  (PORT_NUM)
  ,.SYNC_STAGE  (SYNC_STAGE)
) async_to_sync_din (
   .clock       (clock)
  ,.reset       (reset)
  ,.async_req   (async_din_req)
  ,.async_ack   (async_din_ack)
  ,.async_d     (async_din)
  ,.sync_valid  (sync_din_valid)
  ,.sync_ready  (sync_din_ready)
  ,.sync_d      (sync_din)
);
wire sync_dout_valid, sync_dout_ready;
wire [PORT_NUM-1:0] sync_dout;
sync_to_async_ctrl #(
   .DATA_WIDTH  (PORT_NUM)
  ,.SYNC_STAGE  (SYNC_STAGE)
) sync_to_async_dout (
   .clock       (clock)
  ,.reset       (reset)
  ,.sync_valid  (sync_dout_valid)
  ,.sync_ready  (sync_dout_ready)
  ,.sync_d      (sync_dout)
  ,.async_req   (async_dout_req)
  ,.async_ack   (async_dout_ack)
  ,.async_d     (async_dout)
);
wire [PORT_NUM-1:0] sync_ir_valid, sync_ir_ready;
genvar i;
generate
for (i = 0; i < PORT_NUM; i = i + 1) begin
sync_to_async_ctrl #(
   .DATA_WIDTH  (0)
  ,.SYNC_STAGE  (SYNC_STAGE)
) sync_to_async_dout (
   .clock       (clock)
  ,.reset       (reset)
  ,.sync_valid  (sync_ir_valid[i])
  ,.sync_ready  (sync_ir_ready[i])
  ,.sync_d      ()
  ,.async_req   (async_ir_req[i])
  ,.async_ack   (async_ir_ack[i])
  ,.async_d     ()
);
end
endgenerate
wire sync_conf_0_valid, sync_conf_0_ready;
wire [2*PORT_NUM-1:0] sync_conf_0;
async_to_sync_ctrl #(
   .DATA_WIDTH  (2*PORT_NUM)
  ,.SYNC_STAGE  (SYNC_STAGE)
) async_to_sync_conf_0 (
   .clock       (clock)
  ,.reset       (reset)
  ,.async_req   (async_conf_0_req)
  ,.async_ack   (async_conf_0_ack)
  ,.async_d     (async_conf_0)
  ,.sync_valid  (sync_conf_0_valid)
  ,.sync_ready  (sync_conf_0_ready)
  ,.sync_d      (sync_conf_0)
);
wire sync_conf_1_valid, sync_conf_1_ready;
wire [4*PORT_NUM-1:0] sync_conf_1;
async_to_sync_ctrl #(
     .DATA_WIDTH    (4*PORT_NUM)
    ,.SYNC_STAGE    (SYNC_STAGE)
) async_to_sync_conf_1 (
   .clock       (clock)
  ,.reset       (reset)
  ,.async_req   (async_conf_1_req)
  ,.async_ack   (async_conf_1_ack)
  ,.async_d     (async_conf_1)
  ,.sync_valid  (sync_conf_1_valid)
  ,.sync_ready  (sync_conf_1_ready)
  ,.sync_d      (sync_conf_1)
);
wire sync_req_valid, sync_req_ready;
wire [2*PORT_NUM-1:0] sync_req;
async_to_sync_ctrl #(
     .DATA_WIDTH    (0)
    ,.SYNC_STAGE    (SYNC_STAGE)
) async_to_sync_req (
   .clock       (clock)
  ,.reset       (reset)
  ,.async_req   (async_req_req)
  ,.async_ack   (async_req_ack)
  ,.async_d     ()
  ,.sync_valid  (sync_req_valid)
  ,.sync_ready  (sync_req_ready)
  ,.sync_d      ()
);
gpio #(
  .PORT_NUM(PORT_NUM)
) gpio (
   .clock       (clock)
  ,.reset       (reset)
  ,.req_valid   (sync_req_valid)
  ,.req_ready   (sync_req_ready)
  ,.din_valid   (sync_din_valid)
  ,.din_ready   (sync_din_ready)
  ,.din         (sync_din)
  ,.dout_valid  (sync_dout_valid)
  ,.dout_ready  (sync_dout_ready)
  ,.dout        (sync_dout)
  ,.ir_valid    (sync_ir_valid)
  ,.ir_ready    (sync_ir_ready)
  ,.conf_0_valid(sync_conf_0_valid)
  ,.conf_0_ready(sync_conf_0_ready)
  ,.conf_0      (sync_conf_0)
  ,.conf_1_valid(sync_conf_1_valid)
  ,.conf_1_ready(sync_conf_1_ready)
  ,.conf_1      (sync_conf_1)
  ,.io          (io)
);
endmodule
`timescale 1ns/1ps
module sync_to_async_ctrl
#(
   parameter  DATA_WIDTH = 8
  ,parameter  SYNC_STAGE = 2
)(
   input                        clock
  ,input                        reset
  ,input                        sync_valid
  ,output reg                   sync_ready
  ,input      [DATA_WIDTH-1:0]  sync_d
  ,output reg                   async_req
  ,input                        async_ack
  ,output reg [DATA_WIDTH-1:0]  async_d
);
reg async_ack_d[0:SYNC_STAGE-1];
integer i;
always @(posedge clock)
if (reset) begin
  for (i = 0; i < SYNC_STAGE; i = i + 1) begin
    async_ack_d[i] <= 0;
  end
end else begin
  for (i = 0; i < SYNC_STAGE; i = i + 1) begin
    if (i == 0) begin
      async_ack_d[i] <= async_ack;
    end else begin
      async_ack_d[i] <= async_ack_d[i-1];
    end
  end
end
reg async_ack_dd;
always @(posedge clock)
if (reset)  async_ack_dd <= 0;
else
  if (SYNC_STAGE == 0)  async_ack_dd <= async_ack;
  else                  async_ack_dd <= async_ack_d[SYNC_STAGE-1];
wire async_ack_posedge;
if (SYNC_STAGE == 0)
  assign async_ack_posedge = ~async_ack_dd & async_ack;
else
  assign async_ack_posedge = ~async_ack_dd & async_ack_d[SYNC_STAGE-1];
always @(posedge clock)
if (reset)                                        async_req <= 0;
else if ((sync_valid & sync_ready) | !sync_valid) async_req <= 0;
else if (sync_valid)                              async_req <= 1;
else                                              async_req <= async_req;
always @(posedge clock)
if (reset)  async_d <= 0;
else        async_d <= sync_d;
always @(posedge clock)
if (reset)                                sync_ready <= 0;
else if (sync_valid & sync_ready)         sync_ready <= 0;
else if (async_ack_posedge & sync_valid)  sync_ready <= 1;
else                                      sync_ready <= sync_ready;
endmodule
</file>
<file path="/design/flow/run.sh">
#!/bin/bash
# OpenROAD 26Q1-2900-gdf79404cd8, Yosys 0.63+post, stock flow scripts
make -C /OpenROAD-flow-scripts/flow DESIGN_CONFIG=/design/flow/config.mk WORK_HOME=/design/flow/orfs finish
</file>
<file path="/design/flow/config.mk">
export PLATFORM = sky130hd
export DESIGN_NAME = gpio_top
export DESIGN_NICKNAME = gpio_top
export VERILOG_FILES = /design/flow/design.v
export SDC_FILE = /design/flow/constraint.sdc
export NUM_CORES = 4
export LEC_CHECK = 1
export CORE_UTILIZATION = 30
</file>
<file path="/design/flow/constraint.sdc">
current_design gpio_top

set clk_period 2.1
set clk_io_pct 0.2

create_clock -name clk0 -period $clk_period [get_ports {clock}]

set non_clock_inputs [all_inputs -no_clocks]
set_input_delay [expr $clk_period * $clk_io_pct] -clock clk0 $non_clock_inputs
set_output_delay [expr $clk_period * $clk_io_pct] -clock clk0 [all_outputs]
</file>
==> flow_summary.ini <==
; flow metrics
[placement]
dpl_hpwl_microns = 13100
portBuffers = 91
gp_congestion = 0.8225
placed_cells = 1447

[yosys]
syn-mean-instance-area_sq_um = 10.57
netlist_instances = 959
synthTopCellsByCount = 326 x sky130_fd_sc_hd__dfxtp_1, 227 x sky130_fd_sc_hd__nor2b_1, 98 x sky130_fd_sc_hd__nand2_1, 74 x sky130_fd_sc_hd__a21oi_1, 32 x sky130_fd_sc_hd__clkbuf_1
top_cell = sky130_fd_sc_hd__dfxtp_1
yosysTopAreaCell = sky130_fd_sc_hd__dfxtp_1
asyncSetResetFlopFracSynth = 0
synth-edff-count = 0
postSynth.topFlopCell = sky130_fd_sc_hd__dfxtp_1
syn_area_sq_um = 10140
synth.yosys.seq_area_share = 0.6438
synth.yosys.chip_area_sq_um = 10140
synth.top_cell.area_share = 0.6438
yosys_warnings = 18
synth-cells-yosys = 959
netlist-cell-type-count = 31
top_post_synthesis_cells_by_area = sky130_fd_sc_hd__dfxtp_1 64%, sky130_fd_sc_hd__nor2b_1 14%, sky130_fd_sc_hd__a21oi_1 3.7%, sky130_fd_sc_hd__nand2_1 3.6%, sky130_fd_sc_hd__mux2i_1 1.8%
synth-seq-cells = 326

[clock_network]
numClockSinks = 326
cts_root_buf = sky130_fd_sc_hd__clkbuf_16
postCtsResizedCells = 0
cts_buffers = 35
cts_post_setup_buffers_inserted = 0
cts_hold_buffers = 0
cts_htree_levels = 2
cts_buffer_depth = 3

[status]
outcome = aborted with a tool error
error_line = [error] [KeplerFormal.cpp:679] Workflow failed: Iso has multiple drivers: .io0, io[0]$_SDFFE_PP0P_.Q0
outcome.stop_stage = clock tree synthesis (4_1_cts)

[floorplan]
fp_util = 0.3084
rows = 66
i_o_pin_count = 100
die_width_microns = 185.8
fp.dieH_microns = 185.8
[cell families after synthesis]
kind of cell | after synthesis | share of synthesized area
AND-OR/OR-AND | 106 | 0.05813
flip-flops | 326 | 0.6438
buffers and inverters | 63 | 0.02789
multiplexers | 18 | 0.01777
AND/OR/NAND/NOR | 446 | 0.2524
[metrics by stage]
stage / total power [W] / worst slack (ns) / area [sq um] / hold WS (ns)
3_3_place_gp: 0.006955 / 0.4231 / 11450 / 0.4170
3_5_place_dp: 0.006957 / 0.4021 / 11450 / 0.4204
2_1_floorplan: 0.006745 / 0.6549 / 10140 / 0.4138
Power is estimated from default activity; no workload was simulated.
